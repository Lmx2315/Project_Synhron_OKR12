==> flow/design.v <==
module mult
#(parameter COEF_WIDTH = 24, parameter DATA_WIDTH = 16, parameter ADDR_WIDTH = 9, parameter MULT_WIDTH = COEF_WIDTH + DATA_WIDTH)
    (
    input   wire                                    clk,
    input   wire                                    en,
    input   wire            [ (ADDR_WIDTH-1) :  0 ] ad,
    input   wire    signed  [ (COEF_WIDTH-1) :  0 ] coe,
    input   wire    signed  [ (DATA_WIDTH-1) :  0 ] pip,
    output  wire    signed  [ (DATA_WIDTH-1) :  0 ] dout
    );
wire signed [(MULT_WIDTH-1) :  0 ] mu = coe * pip;
reg signed [ (MULT_WIDTH-1) :  0 ] rac = {(MULT_WIDTH){1'b0}};
reg signed [ (DATA_WIDTH-1) :  0 ] ro = {DATA_WIDTH{1'b0}};
assign dout = ro;
always @(posedge clk)
if(en)
    if(ad == {ADDR_WIDTH{1'b0}})
    begin
        rac <= mu;
        ro <= rac[ (MULT_WIDTH-2) -: (DATA_WIDTH) ];
    end
    else
        rac <= rac + mu;
endmodule
==> flow/run.sh <==
#!/bin/bash
# OpenROAD 26Q1-2900-gdf79404cd8, Yosys 0.63+post, stock flow scripts
make -C /OpenROAD-flow-scripts/flow DESIGN_CONFIG=/design/flow/config.mk WORK_HOME=/design/flow/orfs finish
==> flow/config.mk <==
export PLATFORM = sky130hd
export DESIGN_NAME = mult
export DESIGN_NICKNAME = mult
export VERILOG_FILES = /design/flow/design.v
export SDC_FILE = /design/flow/constraint.sdc
export NUM_CORES = 4
export LEC_CHECK = 1
export CORE_UTILIZATION = 30
==> flow/constraint.sdc <==
current_design mult

set clk_period 22.3
set clk_io_pct 0.2

create_clock -name clk0 -period $clk_period [get_ports {clk}]

set non_clock_inputs [all_inputs -no_clocks]
set_input_delay [expr $clk_period * $clk_io_pct] -clock clk0 $non_clock_inputs
set_output_delay [expr $clk_period * $clk_io_pct] -clock clk0 [all_outputs]
==> changes_impl.md <==
### Implementation results

* Status: finished clean
* Filler instances at between 5,000 and 6,000
* DR vias at around 13,000
* Hold buffer count at CTS at 0
* Mapped cell area at 17,600 um^2
* Hold wc startpoint: rac[27]
* Slew @ Worst Pin at a little over 900 ps
* Critical path capture point type: register
* Post-synth seq share at 9.38%
* Area growth syn-to-layout at 9.48%
* Root buffer cell: clkbuf_16
* Syn Area/Cell at 9.10 um^2
* Finished Cell Area at between 15,000 and 20,000 um^2
* Buffers on Ports at between 60 and 70
* Final setup vio count at 0
* Ys async rst share at 0%
* Post-Place Cells at between 2,000 and 3,000
* Final hold vios at 0
* Remaining Overflow, GRT at 0
* Initial antenna violation count at 1
* RR Startpoint: rac[0]
* H-tree depth at 2
* Post-layout min period at between 10,000 and 15,000 ps
* Die x size at 244 um
* Latency at later pin at ~300 ps
* Top cells by count: inv_1, fa_1, nand2_1
* Hold Path Class: reg2reg
* First-pass GRT wire length at approximately 66,000 um
* Largest area contributor in the netlist: fa_1
* Post-DP HPWL at ~33,000 um
* Yosys reg bits at roughly 55
* Reg2Reg Depth at 12
* Setup TNS at 0 ps
* Chip Area at 59,700 um^2
* Worst-path clk slew at 70 ps
* Post-CTS Resized at 0
* Clock Skew at between 3 and 4 ps
* Chip area in the Yosys report at approximately 18,000 um^2
* Placer congestion estimate at ~0.9
* Post-Syn Instances at 1,936
* Reg-to-reg slack, setup at about 19,000 ps
* Top cells by area: fa_1, ha_1, edfxtp_1
* Final Util at 33.4%
* First DRT Iteration DRCs at 605
* Post-route clock period utilization at around 60%
* Unique cell types at around 69
* CTS max path bufs at 2
* Drc violations at 0
* Vias in the first global route at approximately 13,000
* CORE AREA at 57,800 um^2
* Hold depth at 0
* Slew Limit Fails at 0
* Clock sinks at 55
* Max-slew headroom at 37.6%
* Share of layout cells above drive strength 1 at about 2.7%
* Postcts setup bufs at 0
* Largest net degree at the start of global routing at slightly above 40
* Critical path class: in2reg
* Worst hold path endpoint: ro[4]
* Most numerous cell in the Yosys netlist: inv_1
* Final WL at between 30,000 and 40,000 um
* Total track usage at 14.3%
* Crit-path slowest cell: clkdlybuf4s50_1
* RSZ-0062 raised after global routing: false
* Non-Filler Instances at between 2,000 and 3,000
* Max_cap viols at 0
* Yosys cell count at just under 2,000
* Die H at roughly 240 um
* Routed vias/inst at around 4.6
* Ys Warns at 1
* Critical Path RT at about 22,000 ps
* Rows at 88
* Most frequent CP cell: fa_1
* Pre-antenna DRT Iters at 5
* TritonCTS clock tree: done
* Crit path DAT at approximately 13,000 ps
* Routed len/inst at approximately 14 um
* Pre-placement core utilization at around 30%
* Max-area cell share at a little over two fifths
* Num CTS Buffers at 5
* CP Launch Type: input port
* F_max at 74.7 MHz
* Ys flop type: edfxtp_1
* Worst path max stage delay at around 780 ps
* EDFF count, synth at 55
* IO Pins at 67
* R2r endpoint: rac[36]
* Antenna viol nets, final at 0
* Crit-path max FO at 17
* Log Warnings at 27
* Placed cell areas at between 15,000 and 20,000 um^2
## worst max-delay path by stage
stage     startpoint       to  slack, ps  cells past startpoint
4_1_cts      pip[15]  rac[38]       8910                     32
5_1_grt      pip[15]  rac[36]       8290                     30
6_report     pip[15]  rac[38]       8910                     32
## placed cells by master (no fill, tap or decap), drive strengths merged, types with 3 or more instances in the layout
master,n
inv,439
fa,369
nand2,252
and2,159
ha,136
a21oi,70
nor2,66
clkdlybuf4s50,65
edfxtp,55
xnor2,49
o21ai,41
a21o,25
buf,25
xor2,24
o21a,15
nand2b,11
nand3,11
a211oi,11
o21bai,10
nor3,9
and3,8
nand4,8
nor2b,7
o31ai,7
or3,6
a31oi,6
o211ai,5
a211o,5
clkbuf,5
or2,5
a31o,4
o31a,4
o2111ai,4
o41ai,4
mux2,4
nand3b,3
clkinv,3
## sequential cells by signal, summed over array words and instances, names as in the netlist
| name | flops |
|---|---|
| rac | 39 |
| ro | 16 |
## metrics by stage
stage / hold slack, ps / setup slack (ps)
after floorplan: 433 / 10270
after global placement: 455 / 8720
after detailed placement: 457 / 8590
after CTS: 475 / 8910
after global routing: 488 / 8290
final: 472 / 8910
## cell families (layout without fill, tap and decap cells)
kind of cell    count (synthesis)  in the layout  share of synthesized area (%)
flops                          55             55                           9.38
fa+ha+maj                     505            505                           51.6
simple gates                  553            553                           15.1
compound gates                232            232                           8.90
other cells                     0              1                              0
xor+xnor                       74             74                           3.76
mux                             5              5                          0.334
buf+inv                       512            538                           10.9
## final cells by class
cell class                      instances  area (um^2)  area share (%)
Antenna cell                            1         2.50          0.0130
Clock buffer                            5          125           0.649
Clock inverter                          3         25.0           0.130
Inverter                              440         1650            8.57
Multi-Input combinational cell       1369        14000            72.8
Sequential cell                        55         1650            8.57
Tap cell                              765          957            4.96
Timing Repair Buffer                   90          836            4.34
## per-layer routing
metal / part of all wire, % / track usage, % / vias up
met2: 51 / 23.5 / 325
met4: 1.1 / 1.47 / 2
met5: 0.023 / 0 / -
met3: 6.2 / 3.69 / 30
met1: 41 / 20.2 / 6336
li1: - / - / 5971
## worst max-delay path: cells and delay by family
| kind | cells | cell delay (ps) |
|---|---|---|
| AND/OR/NAND/NOR | 2 | 360 |
| adder cells (fa/ha/maj) | 8 | 3480 |
| XOR/XNOR | 3 | 710 |
| AND-OR/OR-AND | 15 | 2930 |
| buffers and inverters | 4 | 1490 |
