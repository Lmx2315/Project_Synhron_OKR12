**flow/run.sh**
```bash
#!/bin/bash
# OpenROAD 26Q1-2900-gdf79404cd8, Yosys 0.63+post, stock flow scripts
make -C /OpenROAD-flow-scripts/flow DESIGN_CONFIG=/design/flow/config.mk WORK_HOME=/design/flow/orfs finish
```
**flow/config.mk**
```make
export PLATFORM = sky130hd
export DESIGN_NAME = tst2
export DESIGN_NICKNAME = tst2
export VERILOG_FILES = /design/flow/design.v
export SDC_FILE = /design/flow/constraint.sdc
export NUM_CORES = 4
export LEC_CHECK = 1
export CORE_AREA = 10 10 83 83
export DIE_AREA = 0 0 93 93
```
**flow/constraint.sdc**
```tcl
current_design tst2

set clk_period 2.8
set clk_io_pct 0.2

create_clock -name clk0 -period $clk_period [get_ports {clk}]

set non_clock_inputs [all_inputs -no_clocks]
set_input_delay [expr $clk_period * $clk_io_pct] -clock clk0 $non_clock_inputs
set_output_delay [expr $clk_period * $clk_io_pct] -clock clk0 [all_outputs]
```
**flow/design.v**
```verilog
`timescale 1 ns / 1 ps
module tst2 ( clk ,o1 ,o2 ,o3 ,o4 ,o5 ,o6 ,o7 ,o0 );
output o1 ;
wire o1 ;
output o2 ;
wire o2 ;
output o3 ;
wire o3 ;
output o4 ;
wire o4 ;
output o5 ;
wire o5 ;
output o6 ;
wire o6 ;
output o7 ;
wire o7 ;
output o0 ;
wire o0 ;
input clk ;
wire clk ;
reg [15:0] a;
reg [15:0] b;
always @ (posedge clk)	  
	begin
		b<=b+1;
		a<={b[7:0],b[15:8]};
	end	
	assign o0=a[0];
	assign o1=a[1];
	assign o2=a[2];
	assign o3=a[3];
	assign o4=a[4];
	assign o5=a[5];	
	assign o6=a[6];
	assign o7=a[7];
endmodule
```
==> run_results.csv <==
group,metric,value,unit
setup_path,worstPathCellList,"clkdlybuf4s50_1",
global_route,grt_overflow,0,
die,ios,9,
setup_path,critical_path_arrival,1030,ps
clock_tree,clockBufferDepth,2,
job,cap_violations,0,
setup_path,critical_path_buf_inv_count,1,
clock_tree,cts_tree,"done",
power,ir_drop,0.000294,V
clock_tree,path_clk_slew,80,ps
worst_hold_path,hp-class,"reg2reg",
final_timing,rsz0062_at_grt,"false",
die,die_w,93,um
logic_synthesis,ys.flops,24,
setup_path,required,2240,ps
final_timing,fin_setup_tns,0,ps
routing,drc,0,
logic_synthesis,ys_seq_frac,0.614,
routing,avgRoutedWirePerCell,7.65,um
setup_path,max_stage_delay,460,ps
final_timing,tightest_slew,367,ps
final_timing,fin_crit,1590,ps
place,portBuffers,8,
setup_path,crit_type,"reg2out",
logic_synthesis,yosysUniqueCellTypes,12,
routing,vias,481,
die,die_h,93,um
final_timing,relSlewSlack,0.755,
global_route,grt_max_degree,15,
clock_tree,htreeDepth,1,
global_route,grt_pass1_wl,1920,um
final_timing,fmax,631,MHz
setup_path,crit_family,"buffers and inverters",
layout,post-route-util,0.199,
logic_synthesis,yosys_warnings,1,
logic_synthesis,synth_cells,65,
routing,initialDrtViolationCount,14,
routing,routed_wirelength,1130,um
routing,drtPass1Iterations,4,
final_timing,period_used_share,0.566,
setup_path,end_kind,"output port",
logic_synthesis,netlist_area,782,um^2
run_status,status,"completed",
power,powerDensity,617,mW/mm^2
layout,syn_to_final_growth,30.6,%
clock_tree,clk_latency,260,ps
place,gp_congestion,0.740,
die,dieArea,0.00865,mm^2
final_timing,hold_viol_final,0,
routing,ant_nets,0,
clock_tree,numCtsBuffers,3,
final_timing,slew_viol_final,0,
global_route,grt_antenna_before_repair,0,
setup_path,path_max_fanout,1,
clock_tree,cts_setup_buffers,0,
job,warning_count,25,
clock_tree,cts_resized,0,
final_timing,whs,368,ps
setup_path,critPathSlowestCell,"clkdlybuf4s50_1",
clock_tree,root_buffer,"clkbuf_8",
die,core_util_floorplan,0.152,
layout,drive_gt1_frac,0.117,
place,hpwlAfterDp,831,um
clock_tree,hold_buffers,0,
global_route,grt_pass1_vias,434,
die,core_area,0.00514,mm^2
logic_synthesis,synth.avg_cell_area,12.0,um^2
global_route,grtUsageTotal,0.0263,
routing,n_antenna_cell,0,
routing,vias_per_cell,3.27,
die,rows,26,
setup_path,start_kind,"flip-flop",
final_timing,setup_viol,0,
power,power_leakage,0.400,nW
final_timing,clock_skew,2.84,ps
logic_synthesis,ys_chip_area,782,um^2
clock_tree,cts_sinks,24,
logic_synthesis,ys_cells,65,
-- registers in the layout (all words and copies together) (netlist names) --
name and flops:
b 16, a 8
-- metal layers --
metal | wire [um] | part of all wire | GRT usage | vias up
li1 | - | - | - | 243
met5 | 0 | 0 | 0 | -
met2 | 461 | 0.41 | 0.0368 | 8
met4 | 0 | 0 | 0.00257 | 0
met1 | 544 | 0.48 | 0.0331 | 230
met3 | 119 | 0.11 | 0.0194 | 0
-- synth_stat cells, drive strengths merged --
cell | instances | area [um^2]
dfxtp | 24 | 480
ha | 1 | 12.5
inv | 3 | 11.3
nand2 | 4 | 15.0
nand3 | 5 | 25.0
nand4 | 3 | 33.8
nor2 | 3 | 11.3
nor3 | 4 | 20.0
nor4 | 4 | 50.1
xnor2 | 4 | 35.0
xor2 | 10 | 87.6
-- final timing paths --
| check | startpoint | end | slack [ps] | depth (start not counted) |
|---|---|---|---|---|
| worst min register to register | b[15] | a[7] | 370 | 0 |
| worst max-delay path | a[0] | o0 | 1210 | 1 |
| worst max register to register | b[2] | b[15] | 1480 | 3 |
| worst min-delay path | b[15] | a[7] | 370 | 0 |
-- cells in the final DEF, fill, tap and decap left out, types with 2 or more instances in the layout --
cell type,instances
clkbuf_8,3
clkdlybuf4s50_1,8
dfxtp_1,24
inv_1,3
nand2_1,4
nand3_1,5
nand4_1,2
nor2_1,3
nor3_1,4
nor4_2,4
xnor2_1,4
xor2_1,10
-- cell type report --
type	instances	area, um^2
clock buffer	3	41.3
clock inverter	1	30.0
fill	582	4120
inverter	3	11.3
multi-input combinational	38	290
sequential	24	480
tap	70	87.6
timing repair buffer	8	80.1
-- report_power, final --
| part | total [mW] | switching [mW] | internal (mW) |
|---|---|---|---|
| clock | 0.289 | 0.0981 | 0.191 |
| sequential | 0.341 | 0 | 0.341 |
| combinational | 0.000000172 | 0 | 0 |
-- stage by stage --
step                      cells  power, mW  worst slack, ps  area [um^2]
after global routing        147      0.652             1150         1020
after global placement      143      0.349             1490          950
after detailed placement    143      0.349             1480          950
after CTS                   147      0.639             1190         1020
final                       147      0.630             1210         1020
after floorplan              65      0.349             1660          782
-- logic make-up (layout without fill, tap and decap cells) --
| logic type | Yosys count | in the layout | share of synthesized area |
|---|---|---|---|
| buffers and inverters | 3 | 15 | 0.0144 |
| xor gates and xnor gates | 14 | 14 | 0.157 |
| adders and majority gates | 1 | 1 | 0.0160 |
| DFF | 24 | 24 | 0.614 |
| and+or+nand+nor | 23 | 23 | 0.198 |
Power figures rest on the tool's default switching activity, not on a simulated workload.
